<file path="flow/design.v">
module wm8731_i2c_master #(
    parameter CLK_FREQ = 50000000,     
    parameter I2C_FREQ = 100000        
)(
    input  wire         clk,          
    input  wire         rst,          
    input  wire         start,        
    input  wire [15:0]  config_data,  
    output reg          done,         
    output reg          busy,         
    output reg          i2c_sclk,     
    inout  wire         i2c_sdin      
);
    localparam integer DIVIDER = CLK_FREQ / (I2C_FREQ * 2);
    localparam STATE_IDLE  = 0;
    localparam STATE_START = 1;
    localparam STATE_SEND  = 2;
    localparam STATE_ACK   = 3;
    localparam STATE_STOP  = 4;
    localparam STATE_DONE  = 5;
    reg [2:0] state;
    reg [4:0] bit_count;        
    reg [15:0] shift_reg;       
    reg [15:0] clk_div;         
    reg sdin_out;               
    reg sdin_oe;                
    assign i2c_sdin = sdin_oe ? sdin_out : 1'bz;
    always @(posedge clk or posedge rst) begin
        if (rst) begin
            clk_div <= 0;
            i2c_sclk <= 1;   
        end else begin
            if (clk_div == DIVIDER - 1) begin
                clk_div <= 0;
                i2c_sclk <= ~i2c_sclk;
            end else begin
                clk_div <= clk_div + 1;
            end
        end
    end
    always @(posedge clk or posedge rst) begin
        if (rst) begin
            state      <= STATE_IDLE;
            done       <= 0;
            busy       <= 0;
            sdin_out   <= 1;       
            sdin_oe    <= 1;       
            shift_reg  <= 0;
            bit_count  <= 0;
        end else begin
            case (state)
                STATE_IDLE: begin
                    done <= 0;
                    if (start) begin
                        busy <= 1;
                        sdin_out <= 1;
                        sdin_oe  <= 1;
                        state    <= STATE_START;
                    end
                end
                STATE_START: begin
                    if (i2c_sclk == 1) begin
                        sdin_out <= 0;  
                        shift_reg <= config_data;
                        bit_count <= 15;
                        state     <= STATE_SEND;
                    end
                end
                STATE_SEND: begin
                    if (i2c_sclk == 0 && clk_div == 0) begin
                        sdin_out <= shift_reg[bit_count];
                        if (bit_count == 0)
                            state <= STATE_ACK;  
                        else
                            bit_count <= bit_count - 1;
                    end
                end
                STATE_ACK: begin
                    sdin_oe <= 0;  
                    if (i2c_sclk == 0 && clk_div == 0) begin
                        state <= STATE_STOP;
                    end
                end
                STATE_STOP: begin
                    sdin_oe  <= 1;   
                    sdin_out <= 0;   
                    if (i2c_sclk == 1) begin
                        sdin_out <= 1;  
                        state    <= STATE_DONE;
                    end
                end
                STATE_DONE: begin
                    busy  <= 0;
                    done  <= 1;
                    state <= STATE_IDLE;
                end
                default: state <= STATE_IDLE;
            endcase
        end
    end
endmodule
</file>
<file path="flow/run.sh">
#!/bin/bash
# OpenROAD 26Q1-2900-gdf79404cd8, Yosys 0.63+post, stock flow scripts
make -C /OpenROAD-flow-scripts/flow DESIGN_CONFIG=/design/flow/config.mk WORK_HOME=/design/flow/orfs finish
</file>
<file path="flow/config.mk">
export PLATFORM = sky130hd
export DESIGN_NAME = wm8731_i2c_master
export DESIGN_NICKNAME = wm8731_i2c_master
export VERILOG_FILES = /design/flow/design.v
export SDC_FILE = /design/flow/constraint.sdc
export NUM_CORES = 4
export LEC_CHECK = 1
export CORE_UTILIZATION = 50
</file>
<file path="flow/constraint.sdc">
current_design wm8731_i2c_master

set clk_period 3.3
set clk_io_pct 0.2

create_clock -name clk0 -period $clk_period [get_ports {clk}]

set non_clock_inputs [all_inputs -no_clocks]
set_input_delay [expr $clk_period * $clk_io_pct] -clock clk0 $non_clock_inputs
set_output_delay [expr $clk_period * $clk_io_pct] -clock clk0 [all_outputs]
</file>
==> impl_metrics.csv <==
group,metric,value,unit
run_status,run_status,"aborted with a tool error",
run_status,lastStage,"clock tree synthesis (4_1_cts)",
run_status,error,"[error] [KeplerFormal.cpp:679] Workflow failed: Iso has multiple drivers: .i2c_sdin0, i2c_sdin$_DFFE_PP1P_.Q0",
cts,postCtsSetupRepairBufs,0,
yosys,synth_flop_count,47,
cts,clock_path_buffers,2,
yosys,syn_area,0.00223,mm^2
placed_design,hpwlAfterDp,2830,um
yosys,avgSynthCellArea,11.4,um^2
cts,cts_resized,0,
floorplan,fp_util,53.9,%
yosys,edf_count,0,
floorplan,die_x,68.8,um
placed_design,io_buffers,21,
yosys,synthCells,196,
floorplan,io_pins,23,
yosys,synthFlopType,"dfrtp_1",
yosys,synth_chip_area,0.00223,mm^2
placed_design,gp_congestion,0.900,
floorplan,rows,23,
cts,cts_buffers,5,
floorplan,die_height,68.8,um
cts,h-tree-depth,2,
yosys,synth_cell_types,40,
yosys,ys_cells,196,
cts,cts-root-buf,"clkbuf_8",
cts,clock-sinks,47,
yosys,synthArstFlopShare,100,%
cts,cts_hold_buf,0,
yosys,synth_warnings,2,
yosys,yosysSeqAreaShare,52.8,%
[stage by stage]
step	std cells	cell area (um^2)	total power [uW]	worst slack (ps)	hold WS (ps)
floorplan	196	2230	623	1100	430
detailed placement	263	2490	652	1040	470
global placement	263	2490	650	1090	467
[cells in the mapped netlist (all sizes together), types with 4 or more instances]
| master | n | area (um^2) |
|---|---|---|
| and3 | 5 | 31.3 |
| nor3 | 4 | 25.0 |
| xor2 | 4 | 35.0 |
| xnor2 | 11 | 96.3 |
| mux2i | 6 | 60.1 |
| inv | 10 | 37.5 |
| mux2 | 18 | 203 |
| dfrtp | 44 | 1100 |
| nor2 | 17 | 63.8 |
| ha | 4 | 50.1 |
| o21ai | 5 | 25.0 |
| nand3 | 9 | 45.0 |
| nand4 | 7 | 43.8 |
| clkbuf | 4 | 15.0 |
| nand2 | 17 | 66.3 |
[cells by family after synthesis]
family	Yosys count	share of synthesized area (%)
fa+ha+maj	4	2.24
simple gates	72	17.2
compound gates	17	5.55
xor+xnor	15	5.88
flops	47	52.8
buf+inv	15	2.52
mux	26	13.8
Power is estimated from default activity; no workload was simulated.
